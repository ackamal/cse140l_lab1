==> /design/flow/config.mk <==
export PLATFORM = sky130hd
export DESIGN_NAME = robs_control_unit_fsm
export DESIGN_NICKNAME = robs_control_unit_fsm
export VERILOG_FILES = /design/flow/design.v
export SDC_FILE = /design/flow/constraint.sdc
export NUM_CORES = 4
export LEC_CHECK = 1
export CORE_AREA = 10 10 70 70
export DIE_AREA = 0 0 80 80
==> /design/flow/constraint.sdc <==
current_design robs_control_unit_fsm

set clk_period 3.0
set clk_io_pct 0.2

create_clock -name clk0 -period $clk_period [get_ports {clk}]

set non_clock_inputs [all_inputs -no_clocks]
set_input_delay [expr $clk_period * $clk_io_pct] -clock clk0 $non_clock_inputs
set_output_delay [expr $clk_period * $clk_io_pct] -clock clk0 [all_outputs]
==> /design/flow/design.v <==
module robs_control_unit_fsm(
  input         clk, reset,
                zq, zy, zr,
  output[14:0]  c,
  output logic  done
);
  parameter   S0  	= 5'b00000;  
  parameter   S1  	= 5'b00001;  
  parameter   S2  	= 5'b00010;	 
  parameter   S3   	= 5'b00011;	 
  parameter   S4   	= 5'b00100;	 
  parameter   S5   	= 5'b00101;	 
  parameter   S6    = 5'b00110;	 
  parameter   S7    = 5'b00111;	 
  parameter   S8   	= 5'b01000;	 
  parameter   S9    = 5'b01001;	 
  parameter   S10   = 5'b01010;	 
  parameter   S11   = 5'b01011;	 
  parameter   S12 	= 5'b01100;  
  parameter   S13 	= 5'b01101;  
  parameter   S14  	= 5'b01111;	 
  parameter   S15   = 5'b10010;	 
  parameter   S16   = 5'b10011;	 
  parameter   S17   = 5'b10100;	 
  logic [4:0]  state, nextstate;
  logic [14:0] controls;	
  always @(posedge clk, posedge reset)			
	if (reset) state <= S0;
	else state <= nextstate;
  always_comb begin 
    done = 0;
    nextstate = S0;
    case(state)
	  S0:  nextstate = S1;
	  S1:  nextstate = S2;
	  S2:  nextstate = S3;
	  S3:  case(zq)
	  	     0:       nextstate = S4;
	  	     1:       nextstate = S12;
	  	     default: nextstate = S0;   
	  	   endcase
	  S4:  case(zr)
			 0:       nextstate = S5;
			 1:       nextstate = S6;
			 default: nextstate = S0;  
		   endcase
	  S5:  nextstate = S6;
	  S6:  case(zy)
		     0:       nextstate = S7;
			 1:       nextstate = S9;
			 default: nextstate = S0;  
		   endcase
	  S7:  nextstate = S8;		
	  S8:  nextstate = S10;	
	  S9:  nextstate = S10;
	  S10: nextstate = S11;
	  S11: nextstate = S3;
	  S12: case(zr)
		     0:      nextstate = S13;
		     1:      nextstate = S14;
		     default: nextstate = S0;  
		   endcase
      S13: nextstate = S14;
	  S14: nextstate = S15;
	  S15: nextstate = S16;
	  S16: nextstate = S17;
	  S17: begin nextstate = S17; done = 1; end
	endcase
  end	 
  assign c = controls;
	always_comb
	 case(state)
        S0:        	controls = 15'b000_0000_0000_0011;
		S1:       	controls = 15'b000_0000_0000_1100;
		S2:         controls = 15'b000_0011_0000_0000;
		S3:         controls = 15'b000_0000_0000_0000;
		S4:         controls = 15'b000_0000_0000_0000;
		S5:         controls = 15'b000_0101_0010_0000;
		S6:         controls = 15'b000_0000_0000_0000;
		S7:        	controls = 15'b001_0000_0000_0000;
		S8:   		controls = 15'b000_0000_0000_0000;
		S9:         controls = 15'b001_1000_0000_0000;
		S10:    	controls = 15'b010_0011_0101_0000;
		S11:  		controls = 15'b000_0000_0000_0000;
		S12:        controls = 15'b000_0000_0000_0000;   
		S13:       	controls = 15'b000_0001_0010_0000;
		S14:        controls = 15'b001_0000_0000_0000;
		S15:        controls = 15'b000_0011_0101_0000;
		S16:        controls = 15'b100_0000_1000_1000;	
		S17:        controls = 15'b000_0000_0000_0000;	
		default:    controls = 15'b000_0000_0000_0000;  
	 endcase
endmodule
==> /design/flow/run.sh <==
#!/bin/bash
# OpenROAD 26Q1-2900-gdf79404cd8, Yosys 0.63+post, stock flow scripts
make -C /OpenROAD-flow-scripts/flow DESIGN_CONFIG=/design/flow/config.mk WORK_HOME=/design/flow/orfs finish
==> job_summary.md <==
## Synthesis and layout report

| Metric | Value |
|---|---|
| Antenna fix cells | 0 |
| Antenna-violating nets left | 0 |
| Unique cell types | 32 |
| Worst path slowest cell | dfrtp_1 |
| Placed cell area | 727 um^2 |
| Seq/Total Area, Yosys | 0.229 |
| Core box area | 3420 um^2 |
| Post-route minimum period | 2.59 ns |
| CTS tree | done |
| DP Wirelength | 1.08 mm |
| Die Width | 80 um |
| First-pass GRT wire length | 2.39 mm |
| Yosys warning tally | 1 |
| Worst skew pair latency | 0.24 ns |
| Largest net degree at the start of global routing | 19 |
| Post-CTS Hold Buffers | 0 |
| Worst VDD drop | 128 uV |
| Num ports | 21 |
| GRT Overall Usage | 0.0446 |
| Max-slew violations | 0 |
| Reg with most FFs | state |
| Total of max-cap violations | 0 |
| I/O Buffers | 20 |
| Registers, synthesis | 5 |
| Leak pwr | 0.233 nW |
| Slew margin rel. | 0.638 |
| # clock sinks | 5 |
| Synth top area cells | dfrtp_1 23%, buf_4 6.9%, buf_6 6.2% |
| Largest type area fraction | 0.229 |
| Yosys top cell by instances | nand2_1 |
| Final period utilization | 0.862 |
| Highest clock rate | 387 MHz |
| RSZ-0062 raised after global routing | false |
| Clk Tree Root Cell | clkbuf_4 |
| Vias | 520 |
| Worst-path fanout max | 16 |
| Mapped Area | 546 um^2 |
| Share of layout cells above drive strength 1 | 0.0843 |
| Row count | 21 |
| Drt pass-1 iters | 4 |
| Endpoint class of the critical path | output pin |
| Hold/Removal Path Class | in -> async |
| Slew @ Worst Pin | 0.543 ns |
| Main flop type | dfrtp_1 |
| Die H | 80 um |
| Biggest regs | state x5 |
| Htree depth | 1 |
| Mean Syn Cell Area | 8.02 um^2 |
| Post-Syn Instances | 68 |
| Via count of the first global-routing pass | 515 |
| Initial antenna violation count | 0 |
| Clock buffer depth | 2 |
| Vias per cell | 4.03 |
| Status | finished, final reports clean |
| YS chip area | 546 um^2 |
| Max incr delay on CP | 0.68 ns |
| Crit path arrival time | 1.99 ns |
| GP Congestion | 0.804 |
| R2R depth | 3 |
| Synth area leader | dfrtp_1 |
| Post-synth ARST share | 1.00 |
| Critical path launch point type | flop |
| Fin. Hold Viols | 0 |
| Finished Cell Area | 753 um^2 |
| WL/cell | 11.0 um |
| P&R area growth vs syn | 38.1% |
| Initial Utilization | 0.160 |
| TNS Setup | 0 ns |
| Post-CTS sizing | 0 |
| Total wire length | 1.41 mm |
| Worst-path clk slew | 0.04 ns |
| Tool warnings | 25 |
| Setup Crit Path Kind | reg -> out |
| Drt drc | 0 |
| Yosys stat cell total | 68 |
| Top cells by count | 6 x nand2_1, 5 x buf_4, 5 x dfrtp_1 |
| PD cells | 207 nW/um^2 |
| Clock Skew | 0.00339 ns |
| Max reg flops | 5 |
| Post-CTS Setup Bufs | 0 |
| Die area | 6400 um^2 |
| Final setup viols | 0 |
| Crit path cell chain | nand2b_1, o21ai_0, nor3b_1, clkdlybuf4s50_1 |
| Required time worst endpoint | 2.40 ns |
| DRT iter0 DRCs | 29 |
| CTS buffer count | 3 |
| Total grt overflow | 0 |
| Flip-flops with a built-in enable | 0 |
-- cell usage in the layout, fill, tap and decap left out, drive strengths merged, types with 2 or more instances in the layout --
master / synthesis / layout
a211oi: 3 / 3
nand2b: 4 / 4
xnor2: 2 / 2
o21ai: 5 / 5
nor3: 4 / 4
clkbuf: 0 / 4
nor3b: 2 / 2
or2: 3 / 3
a21oi: 3 / 3
inv: 3 / 3
nand2: 6 / 6
clkdlybuf4s50: 0 / 20
dfrtp: 5 / 5
nor2: 4 / 4
and3b: 3 / 3
-- final cells by class --
cell class	instances	area, um^2
multi-input combinational	51	333
sequential	5	125
clock buffer	4	26.3
inverter	3	11.3
tap	46	57.6
timing repair buffer	20	200
fill	375	2660
-- power by group --
| part | internal [mW] | leakage, nW | switching [mW] | total, mW |
|---|---|---|---|---|
| registers | 0.0677 | 0.0594 | 0 | 0.0677 |
| clock network | 0.0503 | 0.0150 | 0.0282 | 0.0785 |
| logic | 0.00627 | 0.158 | 0.00365 | 0.00992 |
| total | 0.124 | 0.233 | 0.0319 | 0.156 |
-- worst max-delay path: cells and delay by family (launching register included) --
family                 cells  cell delay, ns
DFF                        1            0.68
buffers and inverters      1            0.50
and+or+nand+nor            2            0.40
AOI/OAI and AO/OA          1            0.17
-- path summary, 6_finish.rpt --
path                            slack, ns               start                  to
min in group clk0                    0.75  state[4]$_DFF_PP0_  state[3]$_DFF_PP0_
worst min register to register       0.75  state[4]$_DFF_PP0_  state[3]$_DFF_PP0_
worst min-delay path                 0.56               reset  state[0]$_DFF_PP0_
worst max register to register       1.62  state[1]$_DFF_PP0_  state[1]$_DFF_PP0_
max in group asynchronous            2.27               reset  state[3]$_DFF_PP0_
worst max-delay path                 0.41  state[3]$_DFF_PP0_               c[12]
-- logic make-up (layout without fill, tap and decap cells) --
family / after synthesis / after routing / share of synthesized area
AOI/OAI and AO/OA: 18 / 18 / 0.255
xor gates and xnor gates: 2 / 2 / 0.0321
buffers and inverters: 12 / 27 / 0.161
DFF: 5 / 5 / 0.229
muxes: 1 / 1 / 0.0183
and+or+nand+nor: 30 / 30 / 0.305
-- metal layers --
metal / track usage / vias to the layer above / routed length (um)
li1: - / 266 / -
met1: 0.0589 / 231 / 637
met2: 0.0650 / 21 / 586
met3: 0.0205 / 2 / 154
met4: 0.00880 / 0 / 36
met5: 0 / - / 0
-- metrics by stage --
step,hold WS [ns],worst slack (ns),std cells,utilization,total power [mW]
6_report,0.556,0.413,129,0.221,0.156
5_1_grt,0.572,0.154,129,0.221,0.165
4_1_cts,0.559,0.409,129,0.221,0.159
3_5_place_dp,0.726,0.688,125,0.213,0.0788
3_3_place_gp,0.723,0.718,125,0.213,0.0787
2_1_floorplan,0.379,1.42,68,-,0.0725
Power figures rest on the tool's default switching activity, not on a simulated workload.
