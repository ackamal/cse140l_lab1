==> design.v <==
module signed_mult (
  output logic signed [15:0] out,
  input			             clk,
  input signed        [ 7:0] a,
                             b);
  logic signed [ 7:0] a_reg,
          	          b_reg;
  wire  signed [15:0] mult_out;
  assign mult_out = a_reg * b_reg;
  always @ (posedge clk) begin
    a_reg <= a;
    b_reg <= b;
    out <= mult_out;
  end
endmodule
==> run.sh <==
#!/bin/bash
# OpenROAD 26Q1-2900-gdf79404cd8, Yosys 0.63+post, stock flow scripts
make -C /OpenROAD-flow-scripts/flow DESIGN_CONFIG=/design/flow/config.mk WORK_HOME=/design/flow/orfs finish
==> config.mk <==
export PLATFORM = sky130hd
export DESIGN_NAME = signed_mult
export DESIGN_NICKNAME = signed_mult
export VERILOG_FILES = /design/flow/design.v
export SDC_FILE = /design/flow/constraint.sdc
export NUM_CORES = 4
export LEC_CHECK = 1
export CORE_UTILIZATION = 50
==> constraint.sdc <==
current_design signed_mult

set clk_period 9.6
set clk_io_pct 0.2

create_clock -name clk0 -period $clk_period [get_ports {clk}]

set non_clock_inputs [all_inputs -no_clocks]
set_input_delay [expr $clk_period * $clk_io_pct] -clock clk0 $non_clock_inputs
set_output_delay [expr $clk_period * $clk_io_pct] -clock clk0 [all_outputs]
==> flow_summary.rst <==
Run summary
-----------

.. list-table::
   :header-rows: 1

   * - Metric
     - Value
   * - Initial core utilization
     - 53.0%
   * - Number of hold violations in the final report
     - 0
   * - Worst R2R Path Depth
     - 15
   * - Setup TNS after final layout
     - 0 ns
   * - GRT Total Usage
     - 20.6%
   * - Highest-delay cell along the critical path
     - fa_1
   * - Via count
     - 2023
   * - Part of the power in combinational logic
     - 67.0%
   * - AND-OR/OR-AND Cells, Area Fraction
     - 4.47%
   * - Maximum clock rate
     - 235 MHz
   * - HPWL after DPL
     - 4460 microns
   * - Switching fraction of total power
     - 41.5%
   * - Drt first pass iters
     - 4
   * - Top cells by count
     - inv_1 (88), fa_1 (55), and2_1 (43)
   * - Fraction of layout cells with a size suffix above 1
     - 3.29%
   * - Clock skew after layout
     - 0.0101 ns
   * - Type of the setup path with the least slack
     - register to register
   * - Routed length per instance
     - 12.2 microns
   * - Power share of the sequential group
     - 21.1%
   * - Buffer depth of the longest clock path
     - 2
   * - # fillers
     - 518
   * - Yosys stat chip area
     - 3190 sq um
   * - DIE WIDTH
     - 81.9 microns
   * - Worst slew pin tran
     - 0.332 ns
   * - # hold bufs at CTS
     - 0
   * - Reg-to-Reg Start
     - b_reg[4]
   * - Area inside the core boundary
     - 6030 sq um
   * - Clock tree from TritonCTS
     - built
   * - Count of final setup violators
     - 0
   * - Internal power summed over all cells
     - 0.526 mW
   * - Maximum fanout along the worst path
     - 8
   * - Clock slew at reported path FFs
     - 0.08 ns
   * - IO Pins
     - 33
   * - Drt total wl
     - 5350 microns
   * - Category of the worst setup path capture point
     - register
   * - Routed Antenna Nets
     - 0
   * - Synthesized area
     - 3190 sq um
   * - Count of inserted antenna diode cells
     - 0
   * - Simple share
     - 15.1%
   * - Area leader, netlist
     - fa_1
   * - Fraction of the cycle the final worst path needs
     - 44.3%
   * - Via count of the first global-routing pass
     - 2164
   * - Register area share after synthesis
     - 20.1%
   * - Number of slew-limit violations in the final report
     - 0
   * - Hold depth
     - 1
   * - Unrepaired setup endpoints after global routing
     - no
   * - Main area contributors
     - fa_1 (34%), dfxtp_1 (20%), ha_1 (11%), inv_1 (10%), and2_1 (8.4%)
   * - GRT overflow
     - 0
   * - Worst IR drop on VDD
     - 0.201 mV
   * - First DRT Iteration DRCs
     - 19
   * - Required time of the critical path
     - 9.77 ns
   * - Pleak
     - 1.80 nW
   * - Outcome
     - finished clean
   * - Dominant flop cell
     - dfxtp_1
   * - Dominant non-sequential cell family after synthesis
     - adder cells
   * - Maximum capacitance violations
     - 0
   * - Worst hold start
     - b_reg[0]
   * - Synth Warn #
     - 1
   * - Arrival time reported for the critical path endpoint
     - 4.42 ns
   * - Kind of cell adding the most delay to the critical path
     - adder cells
   * - Endpoint, Worst Hold
     - out[0]
   * - Input/output buffers
     - 32
   * - Mux cell area share after synthesis
     - 0.353%
   * - PnR Total Power
     - 0.898 mW
   * - Detail-routed via count per cell
     - 4.60
   * - Gpl congestion
     - 0.830
   * - Instance count of the mapped netlist
     - 325
   * - Final critical path time including I/O delays and setup
     - 4.25 ns
   * - Longest individual stage delay on the worst path
     - 0.53 ns
   * - Number of enable flip-flop cells
     - 0
   * - CTS resizes
     - 0
   * - Top cell area share
     - 34.5%
   * - Total tool warning count
     - 26
   * - Area added between synthesis and finish
     - 15.7%
   * - Area of the chip
     - 6710 sq um
   * - Series of cell instances along the critical path
     - and2_1 -> fa_1 -> inv_1 -> fa_1 -> inv_1 -> fa_1 -> inv_1 -> fa_1 -> inv_1 -> ha_1 -> a21o_1 -> a21oi_4 -> a21oi_2 -> o41ai_2 -> xnor2_1
   * - Antenna violations before repair
     - 0
   * - Adder Share, Synth
     - 45.8%
   * - Buffer and inverter count on the worst path
     - 4
   * - Reg-to-reg slack, setup
     - 5.35 ns
   * - Cells in synth_stat.txt
     - 325
   * - Hold WC Path Type
     - register to register
   * - Share of power burned in the clock network
     - 11.9%
   * - Floorplan row count
     - 28
   * - Worst max-slew margin expressed relative to the limit
     - 77.6%
   * - Max reg flops
     - 16
   * - End of the worst register-to-register path
     - out[15]
   * - Root cell of the clock tree
     - clkbuf_8
   * - Worst setup SP type
     - register
   * - Drt drc
     - 0
   * - Die Ht
     - 81.9 microns
   * - Async set or reset register ratio after synthesis
     - 0%
   * - Global-route wire length before repair
     - 9740 microns
   * - Total net switching power
     - 0.372 mW
   * - Level count of the clock H-tree
     - 2
   * - Number of storage elements in the synthesis netlist
     - 32
   * - Tally of unique sky130hd cells used after synthesis
     - 29
   * - Average cell area after synthesis
     - 9.83 sq um
   * - XORs/XNORs by Area
     - 3.84%
   * - Num CTS Buffers
     - 5
   * - Maximum number of pins on one net before global-route repair
     - 12
   * - Number of sinks on the clock net
     - 32
   * - Clk Latency, worst-skew pair
     - 0.29 ns
   * - Power Density
     - 243 nW/um^2
   * - Post-CTS setup repair buffer count
     - 0
   * - Most used standard cell by instance count after synthesis
     - inv_1
[cell usage in the layout (no fill, tap or decap), types with 2 or more instances in the layout]
master and n:
nand3_1 2, fa_1 55, nor2b_1 9, xor2_1 3
and2_1 43, a21oi_1 7, dfxtp_1 32, clkdlybuf4s50_1 32
nor2_1 10, nand2_1 15, xnor2_1 11, clkinv_2 2
o21a_1 2, ha_1 29, clkbuf_8 5, o21ai_1 3
inv_1 88, nor3_1 2
[how the worst max path moves through the flow]
stage            start      end  slack, ns  depth (start not counted)
CTS           b_reg[7]  out[15]       5.34                         14
finish        b_reg[4]  out[15]       5.35                         15
global route  b_reg[7]  out[15]       5.08                         14
[metrics by stage]
| stage | area [sq um] | utilization (%) | instances | worst slack [ns] | hold WS [ns] |
|---|---|---|---|---|---|
| 2_1_floorplan | 3190 | - | 325 | 5.55 | 0.500 |
| 3_3_place_gp | 3610 | 59.9 | 432 | 5.39 | 0.558 |
| 3_5_place_dp | 3610 | 59.9 | 432 | 5.33 | 0.554 |
| 4_1_cts | 3700 | 61.3 | 440 | 5.34 | 0.583 |
| 5_1_grt | 3700 | 61.3 | 440 | 5.08 | 0.614 |
| 6_report | 3700 | 61.3 | 440 | 5.35 | 0.580 |
[cells by family after synthesis]
| family | Yosys count |
|---|---|
| buffers and inverters | 88 |
| and+or+nand+nor | 86 |
| adders and majority gates | 84 |
| DFF | 32 |
| AOI/OAI and AO/OA | 20 |
| xor gates and xnor gates | 14 |
| muxes | 1 |
[layout make-up]
cell class	count	area (sq um)	area share, %
clock buffer	5	68.8	1.86
inverter	88	330	8.94
tap	75	93.8	2.54
sequential	32	641	17.3
timing repair buffer	32	320	8.67
clock inverter	3	18.8	0.508
multi-input combinational	205	2220	60.2
[routing by layer]
layer	part of all wire [%]	global-route usage [%]	up-vias
li1	-	-	1032
met1	54	34.9	957
met2	43	31.2	30
met3	2.6	3.27	4
met4	0.79	1.75	0
met5	0	0	-
[power groups by stage]
stage | clock [mW] | sequential [mW] | combinational [mW]
CTS | 0.111 | 0.191 | 0.609
global route | 0.116 | 0.195 | 0.697
finish | 0.107 | 0.189 | 0.602
Power is estimated from default activity; no workload was simulated.
